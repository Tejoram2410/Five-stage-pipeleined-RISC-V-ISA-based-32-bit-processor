===== flow/config.mk =====
export PLATFORM = sky130hd
export DESIGN_NAME = RC
export DESIGN_NICKNAME = RC
export VERILOG_FILES = /design/flow/design.v
export SDC_FILE = /design/flow/constraint.sdc
export NUM_CORES = 4
export LEC_CHECK = 1
export CORE_AREA = 10 10 82 82
export DIE_AREA = 0 0 92 92

===== flow/constraint.sdc =====
current_design RC

set clk_period 1.0
set clk_io_pct 0.2

create_clock -name clk0 -period $clk_period [get_ports {CLK}]

set non_clock_inputs [all_inputs -no_clocks]
set_input_delay [expr $clk_period * $clk_io_pct] -clock clk0 $non_clock_inputs
set_output_delay [expr $clk_period * $clk_io_pct] -clock clk0 [all_outputs]

===== flow/design.v =====
`timescale 1ns / 1ps
module RC(input wire [31:0] in,
          input wire CLK, CLR,
          output reg [31:0] out);
initial
out<=32'd0;
always @(posedge CLK)
begin
out<=in;
if(CLR)
out<=32'd0;
end
endmodule

===== flow/run.sh =====
#!/bin/bash
# OpenROAD 26Q1-2900-gdf79404cd8, Yosys 0.63+post, stock flow scripts
make -C /OpenROAD-flow-scripts/flow DESIGN_CONFIG=/design/flow/config.mk WORK_HOME=/design/flow/orfs finish

==> notes.md <==
Status on the layout run. Final weighted congestion in routability-driven placement landed at 0.6586. Counting flops with an async set or reset pin after synthesis yields a share of 0. Antenna diode count landed at 0. Total standard cell area after synthesis landed at 863.3 µm². The arrival time of data at the worst endpoint is listed as 0.76 ns. Post-route clock period utilization landed at 0.9579.

Sorting the synthesized cells by how often they occur yields 32 x sky130_fd_sc_hd__dfxtp_1, 32 x sky130_fd_sc_hd__nor2b_1, 3 x sky130_fd_sc_hd__buf_4. Count of pins on the block boundary landed at 66. Counting every instance in the synthesized netlist gives 67. Number of global-route vias before repair landed at 741. Number of cells after detailed placement landed at 200. CTS placed an instance of sky130_fd_sc_hd__clkbuf_8 at the clock tree root. Clock transition time at the flip-flop clock pins of the worst setup and hold paths landed at 0.06 ns. In this run the critical path is formed by clkdlybuf4s15_1. The flow ran to the end, and the final reports show no timing, DRC or antenna violations.

Dividing the detail-routed via count by the number of cells gives 3.240. Once iteration 0 of detailed routing completed, the report listed 12 DRC markers. Setup repair after global routing left no endpoint under its margin. The initial antenna violation count is 0. Per the hold report, the tightest min-delay path originates at in[19].

According to the hold report, the worst path is of the in2reg type. After floorplanning, the die was sized to cover 8464 µm². Area figure in the yosys stat output landed at 863.3 µm².

Number of max-capacitance violations reported landed at 0. The register with the most flip-flops in the final layout is out. For this design, the CTS-stage hold fixing added 0 buffers. Subtracting the final worst setup slack from the clock period gives 0.9579 ns. The initial utilization of the core area, before any placement, comes to 0.1701. Once layout is complete, the utilization of the core stands at 0.3267.

The power report attributes to the combinational group a share of 0.103. The routed design shows a wire length per standard cell of 11.31 µm. STA classifies the critical path endpoint as a primary output.

Headroom to the max-slew limit came out at 0.9079. Worst supply voltage drop on vdd landed at 0.5356 mV. Switching power landed at 0.4993 mW. Count of unresolved DRC violations after routing landed at 0. Cell row count landed at 26. In this run the worst path has a maximum fanout of 1.

The first global-routing pass estimated 3.767 mm of wire. Synthesis-stage register bit count landed at 32. Per the final layout report, the fraction of cells sized above drive strength 1 comes to 0.2319. Area occupied by multi-input gates landed at 200.2 µm². The internal portion of the total power is 2.125 mW. Depth of the worst hold-timing path landed at 2. Total stage count of the critical path landed at 1.

Post-place instance area landed at 1599 µm². Count of nets left with antenna violations after detail routing landed at 0. Share of synthesized area occupied by flip-flops and latches landed at 0.7420. The highest clock rate this design can be run at is 1044 MHz.

In the Yosys report the total cell count is 67. Reported leakage power landed at 0.6693 nW. Core region area landed at 5075 µm².

Cell area after layout landed at 1658 µm². Switching part of the total landed at 0.1902. After synthesis, the netlist uses 3 different library cells.

The layout report lists the combined flip-flop and latch area as 659.4 µm². The timing report shows that the slowest cell on the worst path is sky130_fd_sc_hd__dfxtp_1. Number of hold violations in the final report landed at 0.

Power per standard cell area landed at 1583 nW/µm². Maximum number of pins on one net before global-route repair landed at 33. TritonCTS built the clock tree. Per the OpenROAD floorplan log, the width of the die is 92 µm. Share of the synthesized area in the top cell type landed at 0.7420. The number of clock sinks came to 32. Count of TritonRoute iterations in the first routing pass landed at 3. For this run, the number of Yosys warnings is 1. The number of buffers and inverters on the critical path is 1. Summed over all routing layers, the global router reports a total usage of 0.05589.

Number of buffers on the longest clock path landed at 2. STA classifies the critical path startpoint as a register. Die outline height landed at 92 µm. The synthesis report names the predominant flop master as sky130_fd_sc_hd__dfxtp_1. Count of flip-flops with a built-in enable after synthesis landed at 0. Number of warning messages in the logs landed at 25.

The registers reported with the highest flop counts are out: 32 flops. Clock network fraction of design power landed at 0.376. Summed over all layers, the routed wires come to 2.353 mm.

Per the final report, max-transition violations number 0. For this run, the slowest stage of the critical path takes 0.31 ns. The power report attributes to the sequential group a share of 0.520. The worst setup path is of the reg2out kind. The worst hold path terminates at out[19]$_SDFF_PP0_. Number of levels the H-tree was split into landed at 2. The critical path endpoint has a required time of 0.80 ns. Number of buffers added by the clock tree synthesis step landed at 5.

For the pin with the worst max-slew slack, the measured transition is 0.1381 ns. The final report lists the setup-violating endpoint count as 0. Fill cell total of the finished layout landed at 530. Per the GRT congestion report, total overflow comes to 0. Ranked by total cell area, the synthesized netlist is headed by sky130_fd_sc_hd__dfxtp_1 74%, sky130_fd_sc_hd__nor2b_1 23%, sky130_fd_sc_hd__buf_4 2.6%.

Mean area per synthesized cell landed at 12.89 µm². In this run the tool buffered the top-level ports with 65 buffer cells. According to the dpl log, the detail-placed design has an HPWL of 1.889 mm. Leaving out filler cells and counting taps, the final layout contains 208. Per the run report, area growth between synthesis and finish was 92.03%.

Detailed routing inserted a total of 674 vias. In this design, the largest share of critical-path delay is due to flip-flops. Number of flip-flops under the largest register name landed at 32. Per the synthesis report, the dominant area consumer among library cells is sky130_fd_sc_hd__dfxtp_1.
stage by stage:
step / total power [mW] / setup TNS [ns] / setup WS [ns] / hold slack [ns]
after CTS: 2.688 / 0 / 0.006682 / 0.4535
after global routing: 2.778 / 0 / 0.001581 / 0.4519
after floorplan: 1.430 / 0 / 0.5089 / 0.2716
final: 2.625 / 0 / 0.04215 / 0.4641
after detailed placement: 1.709 / -2.766 / -0.09439 / 0.7617
after global placement: 1.707 / -2.643 / -0.09569 / 0.7583
cells by family after synthesis:
logic type | Yosys count | synth area share
DFF | 32 | 0.7420
buffers and inverters | 3 | 0.02609
and+or+nand+nor | 32 | 0.2319
worst max-delay path by stage:
stage | from | to
finish | out[15]$_SDFF_PP0_ | out[15]
global route | out[21]$_SDFF_PP0_ | out[21]
CTS | out[31]$_SDFF_PP0_ | out[31]
cell usage in the layout, fill, tap and decap left out:
master | synthesis | routed
sky130_fd_sc_hd__clkbuf_2 | 0 | 9
sky130_fd_sc_hd__buf_12 | 0 | 1
sky130_fd_sc_hd__buf_2 | 0 | 1
sky130_fd_sc_hd__dfxtp_2 | 0 | 15
sky130_fd_sc_hd__clkbuf_1 | 0 | 2
sky130_fd_sc_hd__clkdlybuf4s15_1 | 0 | 22
sky130_fd_sc_hd__nor2b_1 | 32 | 32
sky130_fd_sc_hd__clkdlybuf4s50_1 | 0 | 33
sky130_fd_sc_hd__clkbuf_8 | 0 | 6
sky130_fd_sc_hd__dfxtp_1 | 32 | 17
layout make-up:
class                      instances  share of cell area
multi-input combinational         32              0.1208
sequential                        32              0.3977
clock buffer                       8             0.05434
tap                               70             0.05283
timing repair buffer              66              0.3743
power groups by stage:
stage	Clock, mW	Sequential (mW)	Combinational (mW)
finish	0.988	1.37	0.272
CTS	1.04	1.36	0.291
global route	1.11	1.37	0.300
routing by layer:
metal	share of wire	global-route usage	vias to the layer above
li1	-	-	340
met3	0.15	0.04530	2
met2	0.41	0.08000	46
met4	0.0068	0.006427	0
met1	0.43	0.06598	286
met5	0	0	-
what timing repair did:
action / in CTS / in global routing
gates cloned: 0 / 0
setup buffers: 0 / 0
endpoints found under the setup margin: 32 / 16
resized: 69 / 21
Power is estimated from default activity; no workload was simulated.
