--- flow/config.mk ---
export PLATFORM = sky130hd
export DESIGN_NAME = Decode
export DESIGN_NICKNAME = Decode
export VERILOG_FILES = /design/flow/design.v
export SDC_FILE = /design/flow/constraint.sdc
export NUM_CORES = 4
export LEC_CHECK = 1
export CORE_UTILIZATION = 40
--- flow/design.v ---
`timescale 1ns / 1ps
module Decode(input wire [31:0] InstrD, ResultW, PCF, PCPlus4F,
              input wire [5:0] RdW,
              input wire [1:0] ImmSrcD,
              input wire CLK,RegWriteW,
              output wire [31:0] PCD, Rs1D, Rs2D, RdD, ImmExtD, PCPlus4D, RD1, RD2);
Register_file RF(InstrD[19:15],InstrD[24:20],RdW,ResultW,CLK,RegWriteW,RD1,RD2); 
Sign_Extend Extend(InstrD[31:7],ImmExtD);
assign PCD = PCF;
assign Rs1D = InstrD[19:15];
assign Rs2D = InstrD[24:20];
assign RdD = InstrD[11:7];
assign PCPlus4D = PCPlus4F;
endmodule
`timescale 1ns / 1ps
module Register_file(input wire [4:0] A1,A2,A3,
                     input wire [31:0] WD3,
                     input wire clk,
                     input wire WE3,
                     output wire [31:0] RD1,RD2);
reg [31:0] mem [31:0];
initial mem[0] = 32'd0;
assign RD1 = mem[A1];
assign RD2 = mem[A2];
always @(negedge clk)
if(WE3) mem[A3]<=WD3;
endmodule
`timescale 1ns / 1ps
module Sign_Extend(input wire [31:7] Instr, input wire [1:0] select, output wire [31:0] out);
assign out = (select == 2'b00) ?  {{20{Instr[31]}}, Instr[31:20]}:
             (select == 2'b01) ?  {{20{Instr[31]}}, Instr[31:25], Instr[11:7]}:
             (select == 2'b10) ?  {{20{Instr[31]}}, Instr[7], Instr[30:25], Instr[11:8], 1'b0}:
             (select == 2'b11) ?  {{12{Instr[31]}}, Instr[19:12], Instr[20], Instr[30:21], 1'b0}:
             32'bx;
endmodule
--- flow/run.sh ---
#!/bin/bash
# OpenROAD 26Q1-2900-gdf79404cd8, Yosys 0.63+post, stock flow scripts
make -C /OpenROAD-flow-scripts/flow DESIGN_CONFIG=/design/flow/config.mk WORK_HOME=/design/flow/orfs finish
--- flow/constraint.sdc ---
current_design Decode

set clk_period 8.5
set clk_io_pct 0.2

create_clock -name clk0 -period $clk_period [get_ports {CLK}]

set non_clock_inputs [all_inputs -no_clocks]
set_input_delay [expr $clk_period * $clk_io_pct] -clock clk0 $non_clock_inputs
set_output_delay [expr $clk_period * $clk_io_pct] -clock clk0 [all_outputs]
==> out/results.tsv <==
metric	value	unit
Syn. warnings	35	
yosys stat area	0.05024	mm2
Final ANT Viol Nets	0	
XOR Share, Synth	0	%
crit path capture type	output port	
crit path kind	register to output port	
Mapped Cells	3580	
Layout area overhead	21.17	%
final hold violations	0	
Boundary Pins	394	
ys flop type	edfxtp_1	
postcts setup bufs	0	
adder-cell share of the synthesized area	0	%
first-pass GRT wire length	218700	um
vias in the first global route	36830	
largest net degree at the start of global routing	92	
area leader, netlist	edfxtp_1	
initial antenna violation count	2	
worst-margin pin slew	0.8010	ns
Critical Path Fanout Max	2	
Hold Crit Class	input pin to output port	
DR WL/cell	24.06	um
die area	0.1270	mm2
max reg flops	1024	
FP Util	40.47	%
CTS tree	done	
VDD IR max	0.0001908	V
outcome	finished clean	
Worst setup SP type	register	
initial drt markers	2185	
core area	0.1241	mm2
Filler cells	10310	
max-cap violations	0	
Final setup viols	0	
Initial DRT Pass Iterations	7	
clk buf depth	3	
endpoint arrival time on the critical path	6.73	ns
Simple Share, Synth	4.578	%
Total Power	13.54	mW
Pwr per Cell Area	222.5	mW/mm2
post-synthesis cell area	0.05024	mm2
total CTS buffers	111	
# H-tree levels	3	
Regs by FF count	RF.mem x1024	
final worst-path setup slack	0.06835	ns
layout cell share with drive strength beyond 1	8.504	%
final slew viol count	0	
ys flops	1024	
routed vias	34530	
tool warnings	1047	
post-DP HPWL	80940	um
Antenna Cells	0	
grt total ovfl	0	
Dominant comb cell	multiplexers	
Top cell area share	61.21	%
Compound Share, Synth	7.811	%
Critical path origin	RF.mem[6][14]	
mux cell area share after synthesis	20.40	%
Static Leak	26.58	nW
Die W	356.4	um
root buffer cell	clkbuf_16	
Hold Path Origin	PCF[0]	
Most flops, register	RF.mem	
max_slew headroom	46.41	%
top cells by count	edfxtp_1 (1,024), mux2i_1 (1,024), buf_4 (239)	
# Cells Yosys	3580	
synth unique cells	25	
TritonCTS Sinks	1024	
Die Y	356.4	um
crit path DRT	6.80	ns
Row Count	129	
Synth async-reset ratio	0	%
WL final	153400	um
Post-synth EDFFs	1024	
routability-driven placement congestion ratio	0.8557	
CTS Hold Bufs	0	
I/O Buffers	122	
Worst-path clk slew	0.03	ns
Placement Setup Slack	0.2843	ns
syn avg cell area	14.03	um2
Residual DRC	0	
final core utilization	49.04	%
Seq share, synth	61.21	%
DR vias/cell	5.416	
Total GRT Usage	25.69	%
top cells by area	edfxtp_1 (61%), mux2i_1 (20%), buf_4 (3.6%), a22oi_1 (2.9%), a22o_1 (2.2%)	
cells by family (layout without fill, tap and decap cells):
group	after synthesis	in the layout
multiplexers	1024	1024
flip-flops	1024	1024
AND-OR/OR-AND	576	576
AND/OR/NAND/NOR	509	509
buffers and inverters	446	1493
other	1	113
critical path, cell delays in order, from the launching register on:
cell	delay, ns
edfxtp_1	0.33
mux2i_1	0.08
a22o_1	0.26
nor3_2	0.36
a31oi_1	0.13
nand3_1	0.14
clkdlybuf4s50_1	0.48
layer usage:
metal,global-route usage [%],share of wire [%],vias up
met5,0.3704,0.037,-
met4,10.71,3.0,6
met3,16.90,13,295
met2,37.84,48,1868
met1,30.03,36,16540
li1,-,-,15820
per-stage QoR:
step | std cells | instance area [um2] | hold slack [ns] | setup TNS, ns
final | 6376 | 60870 | 3.400 | 0
after global routing | 6376 | 60870 | 3.400 | -0.01040
after CTS | 6376 | 60710 | 3.400 | 0
after detailed placement | 5149 | 53010 | 3.400 | 0
after global placement | 5149 | 53010 | 3.400 | 0
after floorplan | 3692 | 50660 | 3.466 | 0
placed cells by master, fill, tap and decap left out, types with 2 or more instances in the layout:
master and instances:
inv_1 1056, edfxtp_1 1024, mux2i_1 1024, nand2_1 193, a22oi_1 192, a21oi_1 192, nand3_1 178, a22o_1 128
clkdlybuf4s50_1 115, conb_1 113, clkbuf_16 112, buf_4 87, nor3_1 56, buf_12 56, a31oi_1 53, nor2_4 34
clkinvlp_2 30, bufinv_16 22, nand3_2 16, a31oi_2 9, nor3_2 8, nand3b_1 5, dlymetal6s2s_1 5, nor2b_4 4
nand2b_2 4, inv_4 4, or3b_2 3, inv_6 3, and2_4 2, or2_2 2, nand2_2 2, a31oi_4 2
buf_8 2
worst paths after layout:
check / to / slack [ns] / depth (start not counted)
worst max-delay path: RD2[14] / 0.07 / 6
worst min-delay path: PCD[0] / 3.40 / 0
timing repair:
action | 4_1_cts | 5_1_grt
cloned | 0 | 0
pin swaps | 0 | 7
gates resized | 12 | 30
endpoints found under the setup margin | 11 | 22
area by class of cell:
| class | count | area (um2) | area share (%) |
|---|---|---|---|
| clock buffer | 112 | 2803 | 4.604 |
| tap | 1637 | 2048 | 3.365 |
| sequential | 1024 | 30750 | 50.52 |
| clock inverter | 1116 | 4842 | 7.955 |
| timing repair buffer | 265 | 3018 | 4.958 |
| multi-input combinational | 2222 | 17410 | 28.60 |
power by group:
group          leakage [nW]  internal [mW]  total [mW]  switching [mW]
Sequential             9.22           5.67        5.69          0.0234
Clock                  7.36           3.68        6.79            3.11
Combinational          9.99          0.407        1.06           0.653
Power is estimated from default activity; no workload was simulated.
